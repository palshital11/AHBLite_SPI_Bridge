$ cat run.sh
#!/bin/bash
# OpenROAD 26Q1-2900-gdf79404cd8, Yosys 0.63+post, stock flow scripts
make -C /OpenROAD-flow-scripts/flow DESIGN_CONFIG=/design/flow/config.mk WORK_HOME=/design/flow/orfs finish
$ cat config.mk
export PLATFORM = sky130hd
export DESIGN_NAME = top_pynq
export DESIGN_NICKNAME = top_pynq
export VERILOG_FILES = /design/flow/design.v
export SDC_FILE = /design/flow/constraint.sdc
export NUM_CORES = 4
export LEC_CHECK = 1
export CORE_UTILIZATION = 40
$ cat constraint.sdc
current_design top_pynq

set clk_period 5.7
set clk_io_pct 0.2

create_clock -name clk0 -period $clk_period [get_ports {ACLK}]

set non_clock_inputs [all_inputs -no_clocks]
set_input_delay [expr $clk_period * $clk_io_pct] -clock clk0 $non_clock_inputs
set_output_delay [expr $clk_period * $clk_io_pct] -clock clk0 [all_outputs]
$ cat design.v
`timescale 1ns/1ps
module ahb_spi_bridge(
    input  wire        HCLK,
    input  wire        HRESETn,
    input  wire [31:0] HADDR,
    input  wire [1:0]  HTRANS,
    input  wire        HWRITE,
    input  wire [31:0] HWDATA,
    output reg  [31:0] HRDATA,
    output wire        HREADY,
    output wire        HRESP,
    output wire spi_sclk,
    output wire spi_mosi,
    input  wire spi_miso,
    output wire spi_cs,
    output reg  spi_dc,
    output reg  tft_reset
);
    wire valid     = HTRANS[1];
    wire ahb_write = valid && HWRITE;
    wire [3:0] addr = HADDR[5:2];
    wire [7:0] fifo_dout;
    wire fifo_empty, fifo_full;
    reg  fifo_rd_en;
    fifo_sc fifo_inst (
        .clk    (HCLK),
        .resetn (HRESETn),
        .din    (HWDATA[7:0]),
        .wr_en  (ahb_write && addr == 4'h0 && !fifo_full),
        .rd_en  (fifo_rd_en),
        .dout   (fifo_dout),
        .full   (fifo_full),
        .empty  (fifo_empty)
    );
    assign HREADY = ~fifo_full;
    assign HRESP  = 1'b0;
    reg  tx_start;
    wire tx_done;
    spi_master spi_inst (
        .clk      (HCLK),
        .resetn   (HRESETn),
        .tx_data  (fifo_dout),
        .tx_start (tx_start),
        .spi_sclk (spi_sclk),
        .spi_mosi (spi_mosi),
        .spi_miso (spi_miso),
        .spi_cs   (spi_cs),
        .tx_done  (tx_done)
    );
    localparam IDLE=0, POP=1, LAUNCH=2, WAIT=3;
    reg [1:0] state;
    reg [31:0] tx_count = 0;
    always @(posedge HCLK or negedge HRESETn)
        if (!HRESETn) begin
            state      <= IDLE;
            fifo_rd_en <= 0;
            tx_start   <= 0;
            tx_count   <= 0;
        end else begin
            fifo_rd_en <= 0;
            tx_start   <= 0;
            case (state)
                IDLE:
                    if (!fifo_empty)
                        state <= POP;
                POP: begin
                    fifo_rd_en <= 1;
                    state <= LAUNCH;
                end
                LAUNCH: begin
                    tx_start <= 1;
                    state <= WAIT;
                end
                WAIT:
                    if (tx_done) begin
                        tx_count <= tx_count + 1;
                        state <= IDLE;
                    end
            endcase
        end
    always @(posedge HCLK)
        if (ahb_write && addr == 4'h2)
            spi_dc <= HWDATA[0];
    always @(posedge HCLK or negedge HRESETn)
        if (!HRESETn)
            tft_reset <= 1'b1;      
        else if (ahb_write && addr == 4'h6)
            tft_reset <= HWDATA[0];
    reg [1:0] dbg_state;
    always @(posedge HCLK)
        dbg_state <= state;
    always @(*) begin
        case (addr)
            4'h2: HRDATA = {31'b0, spi_dc};                            
            4'h3: HRDATA = {29'b0, spi_dc, fifo_full, fifo_empty};     
            4'h4: HRDATA = tx_count;                                   
            4'h5: HRDATA = {30'b0, dbg_state};                         
            4'h6: HRDATA = {31'b0, tft_reset};                         
            default: HRDATA = 32'h0;
        endcase
    end
endmodule
`timescale 1ns/1ps
module fifo_sc #(
    parameter DATA_WIDTH = 8,
    parameter DEPTH = 16
)(
    input  wire                  clk,
    input  wire                  resetn,
    input  wire [DATA_WIDTH-1:0] din,
    input  wire                  wr_en,
    input  wire                  rd_en,
    output reg  [DATA_WIDTH-1:0] dout,
    output wire                  full,
    output wire                  empty
);
    localparam ADDR_BITS = $clog2(DEPTH);
    reg [DATA_WIDTH-1:0] mem [0:DEPTH-1];
    reg [ADDR_BITS:0] wptr = 0;
    reg [ADDR_BITS:0] rptr = 0;
    assign empty = (wptr == rptr);
    assign full  = (wptr[ADDR_BITS] != rptr[ADDR_BITS]) &&
                   (wptr[ADDR_BITS-1:0] == rptr[ADDR_BITS-1:0]);
    always @(posedge clk or negedge resetn)
        if (!resetn)
            wptr <= 0;
        else if (wr_en && !full) begin
            mem[wptr[ADDR_BITS-1:0]] <= din;
            wptr <= wptr + 1;
        end
    always @(posedge clk or negedge resetn)
        if (!resetn) begin
            rptr <= 0;
            dout <= 0;
        end else if (rd_en && !empty) begin
            dout <= mem[rptr[ADDR_BITS-1:0]];
            rptr <= rptr + 1;
        end
endmodule
`timescale 1ns/1ps
module axi4lite_to_ahb_bridge #(
    parameter ADDR_WIDTH = 32,
    parameter DATA_WIDTH = 32
)(
    input  wire                   ACLK,
    input  wire                   ARESETN,
    input  wire [ADDR_WIDTH-1:0]  AWADDR,
    input  wire                   AWVALID,
    output reg                    AWREADY,
    input  wire [DATA_WIDTH-1:0]  WDATA,
    input  wire [3:0]             WSTRB,
    input  wire                   WVALID,
    output reg                    WREADY,
    output reg [1:0]              BRESP,
    output reg                    BVALID,
    input  wire                   BREADY,
    input  wire [ADDR_WIDTH-1:0]  ARADDR,
    input  wire                   ARVALID,
    output reg                    ARREADY,
    output reg [DATA_WIDTH-1:0]   RDATA,
    output reg [1:0]              RRESP,
    output reg                    RVALID,
    input  wire                   RREADY,
    output reg [ADDR_WIDTH-1:0]   HADDR,
    output reg [1:0]              HTRANS,
    output reg                    HWRITE,
    output reg [2:0]              HSIZE,
    output reg [DATA_WIDTH-1:0]   HWDATA,
    input  wire [DATA_WIDTH-1:0]  HRDATA,
    input  wire                   HREADY,
    input  wire                   HRESP
);
    localparam TRN_IDLE   = 2'b00;
    localparam TRN_NONSEQ = 2'b10;
    localparam IDLE  = 3'd0,
               WADDR = 3'd1,
               WEXEC = 3'd2,
               WRESP = 3'd3,
               RADDR = 3'd4,
               REXEC = 3'd5;
    reg [2:0] state;
    reg aw_pending;
    reg w_pending;
    reg ar_pending;
    reg [ADDR_WIDTH-1:0] awbuf;
    reg [DATA_WIDTH-1:0] wbuf;
    reg [ADDR_WIDTH-1:0] arbuf;
    initial begin
        HSIZE = 3'b010;  
    end
    always @(posedge ACLK or negedge ARESETN) begin
        if (!ARESETN) begin
            AWREADY <= 0;
            WREADY  <= 0;
            ARREADY <= 0;
            BVALID  <= 0;
            BRESP   <= 2'b00;
            RVALID  <= 0;
            RRESP   <= 2'b00;
            RDATA   <= {DATA_WIDTH{1'b0}};
            HADDR   <= {ADDR_WIDTH{1'b0}};
            HWRITE  <= 1'b0;
            HTRANS  <= TRN_IDLE;
            HWDATA  <= {DATA_WIDTH{1'b0}};
            HSIZE   <= 3'b010;
            state <= IDLE;
            aw_pending <= 1'b0;
            w_pending  <= 1'b0;
            ar_pending <= 1'b0;
            awbuf <= {ADDR_WIDTH{1'b0}};
            wbuf  <= {DATA_WIDTH{1'b0}};
            arbuf <= {ADDR_WIDTH{1'b0}};
        end else begin
            AWREADY <= 0;
            WREADY  <= 0;
            ARREADY <= 0;
            if (BVALID && BREADY) BVALID <= 0;
            if (RVALID && RREADY) RVALID <= 0;
            case (state)
                IDLE: begin
                    HTRANS <= TRN_IDLE;
                    HWRITE <= 1'b0;
                    if (AWVALID && !aw_pending) begin
                        AWREADY <= 1;
                        aw_pending <= 1'b1;
                        awbuf <= AWADDR;
                    end
                    if (WVALID && !w_pending) begin
                        WREADY <= 1;
                        w_pending <= 1'b1;
                        wbuf <= WDATA;
                    end
                    if (aw_pending && w_pending) begin
                        HADDR <= awbuf;
                        HWRITE <= 1'b1;
                        HWDATA <= wbuf;
                        HTRANS <= TRN_NONSEQ;
                        state <= WEXEC;
                    end else if (AWVALID && !AWREADY && !aw_pending) begin
                    end
                    if (ARVALID && !ar_pending && !(aw_pending && w_pending)) begin
                        ARREADY <= 1;
                        ar_pending <= 1'b1;
                        arbuf <= ARADDR;
                        HADDR <= ARADDR;
                        HWRITE <= 1'b0;
                        HTRANS <= TRN_NONSEQ;
                        state <= REXEC;
                    end
                end
                WEXEC: begin
                    HTRANS <= TRN_NONSEQ;
                    HWRITE <= 1'b1;
                    HADDR  <= awbuf;
                    HWDATA <= wbuf;
                    HSIZE  <= 3'b010;
                    if (HREADY) begin
                        HTRANS <= TRN_IDLE;
                        BVALID <= 1'b1;
                        BRESP  <= 2'b00;  
                        aw_pending <= 1'b0;
                        w_pending <= 1'b0;
                        state <= WRESP;
                    end
                end
                WRESP: begin
                    HTRANS <= TRN_IDLE;
                    HWRITE <= 1'b0;
                    if (!BVALID) begin
                        state <= IDLE;
                    end else begin
                        if (BVALID && BREADY) begin
                            state <= IDLE;
                        end
                    end
                end
                REXEC: begin
                    HTRANS <= TRN_NONSEQ;
                    HWRITE <= 1'b0;
                    HADDR  <= arbuf;
                    HSIZE  <= 3'b010;
                    if (HREADY) begin
                        RDATA <= HRDATA;
                        RRESP <= 2'b00;
                        RVALID <= 1'b1;
                        ar_pending <= 1'b0;
                        HTRANS <= TRN_IDLE;
                        state <= RRESP;
                    end
                end
                RRESP: begin
                    HTRANS <= TRN_IDLE;
                    if (RVALID && RREADY) begin
                        RVALID <= 1'b0;
                        state <= IDLE;
                    end
                end
                default: state <= IDLE;
            endcase
        end
    end
endmodule
`timescale 1ns/1ps
module spi_master (
    input  wire        clk,         
    input  wire        resetn,
    input  wire [7:0]  tx_data,
    input  wire        tx_start,
    output reg         spi_sclk,
    output reg         spi_mosi,
    input  wire        spi_miso,
    output reg         spi_cs,
    output reg         tx_done
);
    reg [2:0] div_cnt;
    reg       clk_en;        
    always @(posedge clk or negedge resetn)
        if (!resetn) begin
            div_cnt <= 0;
            clk_en  <= 0;
        end else begin
            div_cnt <= div_cnt + 1;
            clk_en  <= (div_cnt == 3'd7);
        end
    reg [7:0] shreg;
    reg [2:0] bitcnt;
    reg       active;
    always @(posedge clk or negedge resetn) begin
        if (!resetn) begin
            active   <= 0;
            spi_cs   <= 1;
            spi_sclk <= 0;
            spi_mosi <= 0;
            tx_done  <= 0;
        end else begin
            tx_done <= 0;
            if (tx_start && !active) begin
                active   <= 1;
                spi_cs   <= 0;
                shreg    <= tx_data;
                bitcnt   <= 3'd7;
                spi_sclk <= 0;
                spi_mosi <= tx_data[7];
            end
            if (active && clk_en) begin
                spi_sclk <= ~spi_sclk;
                if (spi_sclk == 0) begin
                    spi_mosi <= shreg[7];
                end else begin
                    shreg <= {shreg[6:0], 1'b0};
                    if (bitcnt == 0) begin
                        active  <= 0;
                        spi_cs  <= 1;
                        tx_done <= 1;
                    end else begin
                        bitcnt <= bitcnt - 1;
                    end
                end
            end
        end
    end
endmodule
`timescale 1ns/1ps
module top_pynq (
    input  wire         ACLK,
    input  wire         ARESETN,
    input  wire [31:0]  AWADDR,
    input  wire         AWVALID,
    output wire         AWREADY,
    input  wire [31:0]  WDATA,
    input  wire [3:0]   WSTRB,
    input  wire         WVALID,
    output wire         WREADY,
    output wire [1:0]   BRESP,
    output wire         BVALID,
    input  wire         BREADY,
    input  wire [31:0]  ARADDR,
    input  wire         ARVALID,
    output wire         ARREADY,
    output wire [31:0]  RDATA,
    output wire [1:0]   RRESP,
    output wire         RVALID,
    input  wire         RREADY,
    output wire spi_sclk,
    output wire spi_mosi,
    input  wire spi_miso,
    output wire spi_cs,
    output wire spi_dc,
    output wire tft_reset
);
    wire [31:0] haddr;
    wire [1:0]  htrans;
    wire        hwrite;
    wire [31:0] hwdata;
    wire [31:0] hrdata;
    wire        hready;
    wire [1:0]  hresp;
    axi4lite_to_ahb_bridge u_axi2ahb (
        .ACLK    (ACLK),
        .ARESETN (ARESETN),
        .AWADDR  (AWADDR),
        .AWVALID (AWVALID),
        .AWREADY (AWREADY),
        .WDATA   (WDATA),
        .WSTRB   (WSTRB),
        .WVALID  (WVALID),
        .WREADY  (WREADY),
        .BRESP   (BRESP),
        .BVALID  (BVALID),
        .BREADY  (BREADY),
        .ARADDR  (ARADDR),
        .ARVALID (ARVALID),
        .ARREADY (ARREADY),
        .RDATA   (RDATA),
        .RRESP   (RRESP),
        .RVALID  (RVALID),
        .RREADY  (RREADY),
        .HADDR   (haddr),
        .HTRANS  (htrans),
        .HWRITE  (hwrite),
        .HWDATA  (hwdata),
        .HRDATA  (hrdata),
        .HREADY  (hready),
        .HRESP   (hresp)
    );
    ahb_spi_bridge u_spi (
        .HCLK      (ACLK),
        .HRESETn   (ARESETN),
        .HADDR     (haddr),
        .HTRANS    (htrans),
        .HWRITE    (hwrite),
        .HWDATA    (hwdata),
        .HRDATA    (hrdata),
        .HREADY    (hready),
        .HRESP     (hresp),
        .spi_sclk  (spi_sclk),
        .spi_mosi  (spi_mosi),
        .spi_miso  (spi_miso),
        .spi_cs    (spi_cs),
        .spi_dc    (spi_dc),
        .tft_reset (tft_reset)
    );
endmodule
==> out/summary.txt <==
Cell Count, Final, Fillers Out = 1397
Final setup violation count = 0
Int Power = 4.23 mW
Initial antenna violation count = 0
Hold crit path type = reg2reg
AND-OR/OR-AND share of the synthesized area = 0.100
Placed Cells = 1343
Hold Crit Start = u_spi.spi_inst.div_cnt[0]$_DFF_PN0_
Minimum clock period after layout = 2.89 ns
Comb power frac = 0.251
Fill count = 2537
DRT antenna net count = 0
Max-slew violations = 0
Pin count of the biggest net entering global routing = 66
Max FO, Critical Path = 48
Yosys cell types = 68
RR Endpoint = u_spi.fifo_inst.mem[15][0]$_DFFE_PP_
Area growth syn-to-layout = 17.2%
CTS H-tree depth = 1
ANT cells = 0
CP Capture Type = register
MI comb area = 0.00370 mm^2
Root Buffer = clkbuf_16
Final Core Density = 0.477
CP Class = reg2reg
First-pass DRT Iterations = 5
Clock power share = 0.289
Mapped Area = 0.0117 mm^2
CP startpoint = u_spi.fifo_inst.rptr[3]$_DFFE_PN0P_
Final hold vios = 0
Initial core utilization = 0.407
Final WS setup = 2.81 ns
Commonest flop = edfxtp_1
P_leak = 5.29 nW
Die area = 0.0299 mm^2
Adder-cell area share of the yosys netlist = 0.0193
MaxCap Viol Count = 0
Clock Sinks = 279
Fmax = 0.346 GHz
YS chip area = 0.0117 mm^2
Total track usage = 0.174
Psw = 2.01 mW
Site row count = 62
Num CTS Buffers = 29
Simple share = 0.113
XOR/XNOR Fraction of Synth Area = 0.0337
CTS Hold Bufs = 0
Clock-pin slew on the worst setup and hold paths = 0.06 ns
Slew at the pin closest to its max-slew limit = 0.909 ns
Register share after synthesis = 0.656
Worst skew pair latency = 0.55 ns
R2r worst-path depth = 6
GR Overflow Total = 0
Status = finished, final reports clean
Multiplexer share = 0.0470
DRT iter0 DRCs = 408
Synth logic family = simple AND/OR/NAND/NOR gates
Chip width = 173 um
First-pass GRT wire length = 38900 um
Placed inst area = 0.0128 mm^2
Sw Share = 0.323
Port bufs = 64
Synthesized instance count = 914
Clock Skew = 0.0170 ns
Critical path startpoint category = register
Log Warnings = 121
WL/cell = 17.3 um
Setup TNS = 0 ns
DRC Markers = 0
Dpl ws = 2.72 ns
EDFF count, synth = 140
Pwr dens = 455 mW/mm^2
Via count = 7192
Peak supply drop = 0.000264 V
Seq pwr share = 0.460
Design Area, Final = 0.0137 mm^2
Async S/R FF share, synth = 0.491
Post-CTS setup repair buffer count = 0
I/O pins = 154
Yosys reg bits = 279
CP Capture Point = u_spi.fifo_inst.mem[15][0]$_DFFE_PP_
Post-CTS Resized = 0
Core region area = 0.0287 mm^2
Max Root-Sink Buffers = 3
DP Wirelength = 14900 um
Most numerous logic cell after layout = edfxtp_1
Cell count in the Yosys report = 914
Final WL = 24100 um
CP required = 5.88 ns
Register Area = 0.00767 mm^2
Via density per instance = 5.15
Reg2reg start = u_spi.fifo_inst.rptr[3]$_DFFE_PN0P_
CTS tree = done
Avg Inst Size Synth = 12.8 um^2
Tcrit/Tclk final = 0.507
RSZ-0062 raised after global routing = false
Vias in the first global route = 7161
Yosys warnings = 7
Critical path arrival = 3.07 ns
Most frequent cells in the layout = edfxtp_1 (140), dfrtp_1 (135), nand2_1 (117), clkdlybuf4s50_1 (63), o21ai_0 (59)
Die height = 173 um
R2R setup slack = 2.81 ns
Max-slew headroom = 0.391
Layout cells sized above 1 = 0.117
Routability-driven placement congestion ratio = 0.816
[cell usage after synthesis, types with 6 or more instances]
master	n	area, um^2
edfxtp_1	140	4200
dfrtp_1	135	3380
nand2_1	117	439
o21ai_0	59	295
nor2_1	54	203
mux2_2	31	349
a21oi_1	29	145
inv_1	28	105
xnor2_1	26	228
nand3_1	23	115
buf_2	21	105
mux2i_1	20	200
xor2_1	19	166
ha_1	18	225
a222oi_1	13	130
a22o_1	13	114
clkbuf_1	13	48.8
nand4_1	12	75.1
a22oi_1	10	75.1
buf_4	10	75.1
a221oi_1	8	70.1
a31oi_1	8	50.1
and3_1	8	50.1
nor2b_1	8	50.1
nor3_1	7	35.0
nand3b_1	6	45.0
o31ai_1	6	45.0
[critical path, cell delays in order, from the launching register on]
cell and delay, ns:
dfrtp_1 0.32, buf_4 0.47, xnor2_1 0.16, nand4_2 0.26, o2111ai_4 0.21, or2_2 0.40, nor2_1 0.70
[worst min-delay path by stage]
stage	endpoint	slack [ns]	depth (start not counted)
final	u_spi.spi_inst.div_cnt[0]$_DFF_PN0_	0.43	1
after global routing	u_spi.spi_inst.div_cnt[0]$_DFF_PN0_	0.44	1
after CTS	u_spi.spi_inst.div_cnt[0]$_DFF_PN0_	0.43	1
[state kept, by name (all words and copies together) (netlist names), 4 cells and up]
signal / cells
u_axi2ahb.HWDATA: 8
u_spi.fifo_inst.wptr: 5
u_axi2ahb.awbuf: 4
u_spi.tx_count: 32
u_spi.fifo_inst.mem: 128
u_spi.fifo_inst.dout: 8
u_axi2ahb.wbuf: 8
u_spi.fifo_inst.rptr: 5
u_axi2ahb.HADDR: 4
u_axi2ahb.RDATA: 32
u_axi2ahb.arbuf: 4
u_spi.spi_inst.shreg: 8
[power groups by stage]
stage / Combinational [mW] / Sequential [mW] / Clock [mW]
6_report: 1.57 / 2.87 / 1.80
5_1_grt: 1.76 / 2.92 / 1.94
4_1_cts: 1.59 / 2.87 / 1.85
[stage by stage]
step / hold slack [ns] / total power [mW]
CTS: 0.431 / 6.31
global route: 0.437 / 6.62
floorplan: 0.399 / 3.92
detailed placement: 0.421 / 4.49
global placement: 0.412 / 4.47
finish: 0.434 / 6.24
[logic make-up after synthesis]
logic type | after synthesis
multiplexers | 51
AND-OR/OR-AND | 175
flip-flops | 279
XOR/XNOR | 45
AND/OR/NAND/NOR | 270
buffers and inverters | 75
adder cells (fa/ha/maj) | 18
other | 1
[routing by layer]
| metal | global-route usage | vias to the layer above | part of all wire |
|---|---|---|---|
| met5 | 0 | - | 0 |
| met4 | 0.0232 | 0 | 0.015 |
| met3 | 0.0841 | 25 | 0.11 |
| met2 | 0.242 | 268 | 0.44 |
| met1 | 0.270 | 3420 | 0.44 |
| li1 | - | 3479 | - |
[layout make-up]
cell class / instances / area share
Clock inverter: 12 / 0.00895
Tap cell: 384 / 0.0351
Multi-Input combinational cell: 563 / 0.270
Clock buffer: 42 / 0.0580
Sequential cell: 279 / 0.560
Timing Repair Buffer: 89 / 0.0605
Inverter: 28 / 0.00767
No activity file was given, so power comes from the tool's default toggle rates.
